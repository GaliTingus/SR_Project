$ cat flow/run.sh
#!/bin/bash
# OpenROAD 26Q1-2900-gdf79404cd8, Yosys 0.63+post, stock flow scripts
make -C /OpenROAD-flow-scripts/flow DESIGN_CONFIG=/design/flow/config.mk WORK_HOME=/design/flow/orfs finish
$ cat flow/config.mk
export PLATFORM = sky130hd
export DESIGN_NAME = delay_line
export DESIGN_NICKNAME = delay_line
export VERILOG_FILES = /design/flow/design.v
export SDC_FILE = /design/flow/constraint.sdc
export NUM_CORES = 4
export LEC_CHECK = 1
export CORE_AREA = 10 10 70 70
export DIE_AREA = 0 0 80 80
$ cat flow/constraint.sdc
current_design delay_line

set clk_period 1.0
set clk_io_pct 0.2

create_clock -name clk0 -period $clk_period [get_ports {clk}]

set non_clock_inputs [all_inputs -no_clocks]
set_input_delay [expr $clk_period * $clk_io_pct] -clock clk0 $non_clock_inputs
set_output_delay [expr $clk_period * $clk_io_pct] -clock clk0 [all_outputs]
$ cat flow/design.v
`timescale 1ns / 1ps
module register #(
parameter N=4    
)
(
input clk,
input [N-1:0]d,
output [N-1:0]q
);
reg [N-1:0]val=0;
always @(posedge clk)
begin
    val <= d;
end
assign q = val;
endmodule
module delay_line # (
parameter N=5,       
parameter DELAY=4    
)
(
input clk,
input [N-1:0]d,
output [N-1:0]q
);
wire [N-1:0] tdata [DELAY:0];
assign tdata[0] = d;
genvar i;
generate
if(DELAY==0)
begin
    assign q = d;
end else
begin
    for(i=0;i<DELAY;i=i+1)
    begin
        register#(
          .N(N)
        ) register_i(
        .clk(clk),
        .d(tdata[i]),
        .q(tdata[i+1])
        );
    end
end
endgenerate
assign q=tdata[DELAY];
endmodule
==> GITHUB_STEP_SUMMARY <==
### Yosys + OpenROAD results

| Metric | Value |
|---|---|
| Post-route non-filler standard cell count | `79` |
| N_diodes | `0` |
| Final Hold Viols | `0` |
| Synth Flop Type | `dfxtp_1` |
| CP Capture Point | `q[0]` |
| Worst r2r src | `genblk1.genblk1[0].register_i.val[1]` |
| Worst-path maximum fanout | `1` |
| Die height | `80 um` |
| Clock sinks | `20` |
| Maxcap violations | `0` |
| Worst skew pair latency | `0.28 ns` |
| First-pass DRT Iterations | `2` |
| Largest reg by FF count | `genblk1.genblk1.register_i.val` |
| CP Depth | `1` |
| Hold WS | `0.329 ns` |
| Htree depth | `1` |
| Crit start category | `register` |
| Max-area cell share | `1.00` |
| Total gr overflow | `0` |
| Max_slew headroom | `0.940` |
| Routed WL | `496 um` |
| Critical path's slowest cell | `dfxtp_2` |
| CP bufs+invs | `1` |
| GPL Wtd Cong | `0.593` |
| CTS buffer count | `3` |
| Min Tclk post-route | `0.906 ns` |
| CP max stage delay | `0.32 ns` |
| P_leak | `0.222 nW` |
| Clock Pin Slew Worst Setup and Hold Paths | `0.09 ns` |
| Critical path class | `register to output pin` |
| Synth Warn # | `2` |
| R2R Path End | `genblk1.genblk1[1].register_i.val[1]` |
| Initial antenna violation count | `0` |
| Flop and latch count out of synthesis | `20` |
| Largest register FFs | `20` |
| Post-Place Cells | `76` |
| Core Rows | `21` |
| Post-synth area from yosys stat | `400 um^2` |
| Asr flop ratio synth | `0` |
| R2R Setup Slk | `0.60 ns` |
| Peak supply drop | `1.17 mV` |
| Top Registers | `genblk1.genblk1.register_i.val (20)` |
| Port buffer count | `10` |
| Critical path endpoint category | `output pin` |
| Hold_buf cts | `0` |
| FP Util | `0.117` |
| Post-synth EDFFs | `0` |
| Synthesis-to-layout area growth | `39.1%` |
| Cell family with most CP delay | `flip-flops` |
| WP data arrival | `0.71 ns` |
| Top cells, area | `dfxtp_1 (100%)` |
| Gr usage total | `0.0151` |
| Reg2Reg Depth | `0` |
| Number of standard cells reported by yosys | `20` |
| Core area | `3420 um^2` |
| Layout cells sized above 1 | `0.273` |
| Worst setup skew after layout | `0.00158 ns` |
| Setup Buffers After CTS | `0` |
| DR vias | `158` |
| Drt drc | `0` |
| CP required | `0.80 ns` |
| Pins Over Slew Limit | `0` |
| Post-synth top area cell | `dfxtp_1` |
| TritonCTS clock tree | `yes` |
| Fmax | `1.10 GHz` |
| Power Density | `2170 nW/um^2` |
| RSZ-0062 raised after global routing | `false` |
| Final WS setup | `0.0938 ns` |
| Most frequent cell after synthesis | `dfxtp_1` |
| Post-Synthesis Cell Area | `400 um^2` |
| Multi-input gate count | `0` |
| WL/cell | `6.28 um` |
| Final setup fails | `0` |
| Cell Type Count | `1` |
| Tightest Hold Check Type | `register to register` |
| I/O Pins | `11` |
| Largest net degree at the start of global routing | `11` |
| ANT nets after route | `0` |
| Width of the die | `80 um` |
| Status | `completed` |
| Synth top cells by count | `dfxtp_1 (20)` |
| Critical Path Start | `genblk1.genblk1[3].register_i.val[0]` |
| Mapped Cells | `20` |
| Full die area | `6400 um^2` |
| Setup TNS | `0 ns` |
| Seq/Total Area, Yosys | `1.00` |
| Comb area | `0 um^2` |
| Number of global-route vias before repair | `150` |
| Mapped Avg Cell Area | `20.0 um^2` |
| DP Worst Slack | `0.0236 ns` |
| Post-layout period usage | `0.906` |
| First-pass GRT wire length | `683 um` |
| Least-Margin Pin Slew | `0.0894 ns` |
| Post-DR vias/cell | `2.00` |
| Number of OpenROAD warnings | `25` |
| Post-CTS sizing | `18` |
| Crit path cell chain | `buf_2` |
| Clock tree buffer depth | `2` |
| Initial detailed-routing violation count | `1` |
| Root buf cell | `clkbuf_4` |
==> final cells by class <==
type	instances	area [um^2]
fill	391	2860
sequential	20	402
clock buffer	3	22.5
tap	46	57.6
timing repair buffer	10	75.1
==> per-layer routing <==
| metal | vias up | wire length [um] | global-route usage | share of wire |
|---|---|---|---|---|
| li1 | 87 | - | - | - |
| met1 | 57 | 306 | 0.0230 | 0.62 |
| met2 | 14 | 97 | 0.00963 | 0.20 |
| met3 | 0 | 92 | 0.0205 | 0.19 |
| met4 | 0 | 0 | 0.00176 | 0 |
| met5 | - | 0 | 0 | 0 |
==> where the power goes <==
group	switching, mW	leakage, nW	internal (mW)
sequential	0.00714	0.169	0.839
combinational	0.00547	0.0392	0.0233
clock	0.195	0.0138	0.140
==> how the worst min path moves through the flow <==
stage | start | end | depth (start not counted)
global route | d[3] | genblk1.genblk1[0].register_i.val[3] | 1
finish | genblk1.genblk1[2].register_i.val[0] | genblk1.genblk1[3].register_i.val[0] | 0
CTS | genblk1.genblk1[2].register_i.val[0] | genblk1.genblk1[3].register_i.val[0] | 0
==> logic make-up after synthesis <==
family / synth area share
flops: 1.00
==> cells in the final DEF (no fill, tap or decap) <==
| cell type | n |
|---|---|
| buf_2 | 5 |
| clkbuf_4 | 3 |
| clkdlybuf4s50_1 | 5 |
| dfxtp_1 | 19 |
| dfxtp_2 | 1 |
==> stage by stage <==
| stage | instance area, um^2 | util | total power [mW] |
|---|---|---|---|
| finish | 557 | 0.163 | 1.21 |
| detailed placement | 558 | 0.163 | 0.905 |
| global route | 557 | 0.163 | 1.28 |
| CTS | 557 | 0.163 | 1.23 |
| global placement | 558 | 0.163 | 0.904 |
| floorplan | 400 | - | 0.861 |
Power figures rest on the tool's default switching activity, not on a simulated workload.
