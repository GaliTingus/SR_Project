## ./design.v

```verilog
`timescale 1ns / 1ps
module x_centroid #(
   parameter IMG_H = 11'd720,
   parameter IMG_W = 11'd1280
   )
   (
   input clk,
   input de,
   input h_sync,
   input v_sync,
   input mask,   
   input [10:0] x,
   input [10:0] y,
   input [23:0] pixel_in,
   output de_out,
   output hsync_out,
   output vsync_out,
   output [23:0] pixel_out
   );
   reg [10:0] x_pos = 0;
   reg [10:0] y_pos = 0;
   always @(posedge clk)
   begin       
       if (v_sync == 1'b1) begin
           x_pos <= 0;
           y_pos <= 0;
       end 
       else begin 
           if (de == 1'b1) begin
               x_pos <= x_pos + 1;
               if (x_pos == (IMG_W - 1)) begin
                   x_pos <= 0;
                   y_pos <= y_pos + 1;
               end 
               if (y_pos == (IMG_H - 1)) begin
                   y_pos <= 0;
               end
           end
       end
   end
    assign de_out = de;
    assign hsync_out = h_sync;
    assign vsync_out = v_sync;
    assign pixel_out = ((x_pos == x || y_pos == y) ? {8'hff, 8'd0, 8'd0} : pixel_in);   
endmodule
```

## ./run.sh

```bash
#!/bin/bash
# OpenROAD 26Q1-2900-gdf79404cd8, Yosys 0.63+post, stock flow scripts
make -C /OpenROAD-flow-scripts/flow DESIGN_CONFIG=/design/flow/config.mk WORK_HOME=/design/flow/orfs finish
```

## ./config.mk

```make
export PLATFORM = sky130hd
export DESIGN_NAME = x_centroid
export DESIGN_NICKNAME = x_centroid
export VERILOG_FILES = /design/flow/design.v
export SDC_FILE = /design/flow/constraint.sdc
export NUM_CORES = 4
export LEC_CHECK = 1
export CORE_UTILIZATION = 30
```

## ./constraint.sdc

```tcl
current_design x_centroid

set clk_period 3.6
set clk_io_pct 0.2

create_clock -name clk0 -period $clk_period [get_ports {clk}]

set non_clock_inputs [all_inputs -no_clocks]
set_input_delay [expr $clk_period * $clk_io_pct] -clock clk0 $non_clock_inputs
set_output_delay [expr $clk_period * $clk_io_pct] -clock clk0 [all_outputs]
```

==> CHANGELOG.md <==
### Changed

- Peak VDD IR: 126 uV
- Synth async-reset ratio: 0%
- First-pass GRT wire length: 7220 um
- Drt first pass iters: 4
- Synth Seq Share: 26.7%
- Reg area: 440 um^2
- Critical path's top delay family: buffers and inverters
- Placer Congestion: 0.799
- Worst path cell trace: clkdlybuf4s50_1 -> xnor2_1 -> nand3_1 -> nor3_2 -> buf_4 -> or3_1 -> clkdlybuf4s50_1
- # port buffers: 74
- RSZ-0062 raised after global routing: false
- Layout cells sized above 1: 6.39%
- Longest Clk Path Bufs: 2
- Core region area: 5200 um^2
- Skew final: 0.00113 ns
- WL final: 4160 um
- Yosys cell count: 199
- FP Util: 31.7%
- Grt ovf: 0
- Critical path's largest stage delay: 0.47 ns
- WP depth: 7
- DR iter-0 viols: 37
- Final setup violating endpoints: 0
- Reg2Reg Setup Slack: 1.52 ns
- Crit end category: primary output
- Flops after synth: 22
- Htree depth: 1
- Post-CTS setup buffer count: 0
- Initial antenna violation count: 0
- Crit. Startpoint: x[1]
- Most common cell in the netlist: xnor2_1
- Count of library flops with an enable pin: 0
- Largest net degree at the start of global routing: 25
- # DRC: 0
- CP dominant cell by count: clkdlybuf4s50_1
- Vert. Die Dim: 76.1 um
- Die area: 5800 um^2
- Placed Area: 2420 um^2
- Critical Path AT: 2.50 ns
- Grt met1 use: 23.1%
- Final Hold Viols: 0
- Tool warnings: 26
- Grt met3 use: 2.68%
- Crit path kind: in -> out
- Worst-case reg-to-reg path depth: 5
- Total GRT Usage: 15.0%
- Unique cell types: 41
- Comb. cell area: 1100 um^2
- Data required time of the worst path: 2.88 ns
- Main flop type: dfxtp_1
- Die x size: 76.1 um
- N_diodes: 0
- Fill cells: 523
- Fin area: 2480 um^2
- Max Cap Violations: 0
- CTS resizes: 0
- Min Tclk post-route: 3.22 ns
- Area reported by Yosys stat: 1650 um^2
- Min-delay worst type: reg -> reg
- Area leader, netlist: dfxtp_1
- CP startpoint kind: primary input
- Mean post-synth cell area: 8.29 um^2
- Post-Syn Area: 1650 um^2
- Critical-path top delay cell: clkdlybuf4s50_1
- PwrDens: 221 nW/um^2
- Worst slew pin tran: 0.365 ns
- Clock tree from TritonCTS: built
- Slew Viols, Final: 0
- Reg-to-Reg End: y_pos[2]$_SDFFE_PP0P_
- Met2 GRT Util: 22.8%
- Max Clk Rate: 311 MHz
- Dpl ws: 0.363 ns
- Area share, top type: 26.7%
- Clock latency on the worst-skew pair: 0.26 ns
- CTS sink cnt: 22
- Syn. warnings: 1
- Vias in the first global route: 1544
- Run status: finished clean
- Critical-path maximum fanout: 24
- Cell area leaders: dfxtp_1, xnor2_1, nor3b_1
- Hold-fix buffers at CTS: 0
- Area added between synthesis and finish: 50.2%
- Worst setup path endpoint: pixel_out[18]
- Slew HR: 75.6%
- Wire per inst: 12.4 um
- Root Buffer: clkbuf_8
- CTS Buf Count: 3
- Hold path depth: 2
- GRT busiest layer: met1
- Io pins: 78
- Worst-path clk slew: 0.08 ns
- Routed vias/inst: 4.89
- Final HPWL DP: 3140 um
- Reg2reg start: y_pos[1]$_SDFFE_PP0P_
- Buf/Inv on CP: 3
- Via Count: 1644
- Setup WS post-layout: 0.380 ns
- Syn Inst Count: 199
- LEAKAGE: 0.848 nW
- Final period util: 89.4%
- Post-synth top cells: xnor2_1, dfxtp_1, nor3b_1
- Rows: 26
- TNS Setup: 0 ns
- DRT antenna net count: 0
stage by stage:
stage / std cells / power, mW / utilization [%] / hold WS (ns)
final: 336 / 0.547 / 47.6 / 0.525
after global routing: 336 / 0.577 / 47.6 / 0.555
after CTS: 336 / 0.552 / 47.6 / 0.525
after detailed placement: 332 / 0.372 / 46.5 / 0.510
after global placement: 332 / 0.371 / 46.5 / 0.505
after floorplan: 199 / 0.286 / - / 0.468
registers in the layout, indices dropped and copies added, names as in the netlist:
register	cells
y_pos	11
x_pos	11
tightest hold or removal path: stages (launching register included):
cell and delay, ns:
dfxtp_1 0.35, nand2b_1 0.08, a21oi_1 0.05
where the power goes:
part	switching [mW]	total [mW]	internal, mW	leakage, nW
combinational	0.0284	0.118	0.0900	0.642
clock	0.0835	0.181	0.0976	0.0288
sequential	0.00222	0.247	0.245	0.177
total	0.114	0.547	0.432	0.848
final cells by class:
cell class              count  area share (%)
flip-flops and latches     22            17.8
repair buffers             78            31.6
inverters                   2           0.303
multi-input cells         160            44.5
clock buffers               4            2.22
well taps                  70            3.54
metal layers:
layer | vias to the layer above | part of all wire (%)
met5 | - | 0
met1 | 741 | 50
met2 | 53 | 42
met3 | 2 | 6.8
met4 | 0 | 0.82
li1 | 848 | -
logic make-up after synthesis:
group / after synthesis / share of synthesized area [%]
compound gates: 24 / 9.03
buf+inv: 17 / 7.06
mux: 2 / 1.37
simple gates: 101 / 37.9
xor+xnor: 31 / 16.5
flops: 22 / 26.7
fa+ha+maj: 2 / 1.52
placed cells by master, fill, tap and decap left out, types with 2 or more instances in the layout:
cell | synthesis | routed
a21o_1 | 3 | 3
a21oi_1 | 8 | 8
and3_1 | 3 | 3
and4_1 | 3 | 3
buf_4 | 3 | 3
clkbuf_8 | 2 | 4
clkdlybuf4s50_1 | 0 | 74
dfxtp_1 | 22 | 22
ha_1 | 2 | 2
inv_1 | 2 | 2
mux2_2 | 2 | 2
nand2_1 | 9 | 9
nand2b_1 | 3 | 3
nand3_1 | 12 | 12
nand4_1 | 15 | 15
nor2_1 | 13 | 13
nor2b_1 | 4 | 4
nor3_1 | 5 | 3
nor3_2 | 0 | 2
nor3b_1 | 17 | 17
o21ai_0 | 6 | 6
or3_1 | 10 | 10
xnor2_1 | 25 | 25
xor2_1 | 6 | 6
worst min-delay path by stage:
stage                          from                    end  slack, ns
CTS           x_pos[1]$_SDFFE_PP0P_  x_pos[1]$_SDFFE_PP0P_       0.53
global route  x_pos[1]$_SDFFE_PP0P_  x_pos[1]$_SDFFE_PP0P_       0.56
finish        x_pos[1]$_SDFFE_PP0P_  x_pos[1]$_SDFFE_PP0P_       0.52
Power is estimated from default activity; no workload was simulated.
