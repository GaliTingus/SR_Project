===== /design/flow/config.mk =====
export PLATFORM = sky130hd
export DESIGN_NAME = tresholding
export DESIGN_NICKNAME = tresholding
export VERILOG_FILES = /design/flow/design.v
export SDC_FILE = /design/flow/constraint.sdc
export NUM_CORES = 4
export LEC_CHECK = 1
export CORE_AREA = 10 10 70 70
export DIE_AREA = 0 0 80 80

===== /design/flow/design.v =====
`timescale 1ns / 1ps
module tresholding(
    input [23:0] pixel_in,
    input v_sync_in,
    input h_sync_in,
    input de_in,
    input clk,
    output [23:0] pixel_out,
    output h_sync_out,
    output v_sync_out,
    output de_out
    );
    localparam Ta=80;
    localparam Tb=130;
    localparam Tc=133;
    localparam Td=177;
    assign de_out = de_in;
    assign v_sync_out = v_sync_in;
    assign h_sync_out = h_sync_in;
    assign pixel_out[23:16] = (pixel_in[15:8] > Ta && pixel_in[15:8] < Tb && pixel_in[7:0] > Tc && pixel_in[7:0] < Td )?8'd255:0;
    assign pixel_out[15:8] = (pixel_in[15:8] > Ta && pixel_in[15:8] < Tb && pixel_in[7:0] > Tc && pixel_in[7:0] < Td )?8'd255:0;
    assign pixel_out[7:0] = (pixel_in[15:8] > Ta && pixel_in[15:8] < Tb && pixel_in[7:0] > Tc && pixel_in[7:0] < Td )?8'd255:0;
endmodule

===== /design/flow/constraint.sdc =====
current_design tresholding

set clk_period 2.6
set clk_io_pct 0.2

create_clock -name clk0 -period $clk_period

set non_clock_inputs [all_inputs -no_clocks]
set_input_delay [expr $clk_period * $clk_io_pct] -clock clk0 $non_clock_inputs
set_output_delay [expr $clk_period * $clk_io_pct] -clock clk0 [all_outputs]

===== /design/flow/run.sh =====
#!/bin/bash
# OpenROAD 26Q1-2900-gdf79404cd8, Yosys 0.63+post, stock flow scripts
make -C /OpenROAD-flow-scripts/flow DESIGN_CONFIG=/design/flow/config.mk WORK_HOME=/design/flow/orfs finish

==> run summary <==
The run has ended; figures from its reports follow.

For this run the aggregate overflow at the end of global routing stands at 0. The via count normalized by instance count is a little over 3. The instance count of the mapped netlist is 37. The sequential cell count of the final layout is 0. The fraction of synthesized cell area taken by the top area cell type came out at between 60% and 70%.

Hold is met by between 1000 and 1500 ps. The via count of the first global-routing pass is just under 400. Tracing the worst setup path back leads to its startpoint at pixel_in[11]. The internal power of the cells is approximately 36 uW. The design draws between 40 and 50 uW. The data required time of the critical path came out at 2080 ps. The worst setup slack after placement is -506 ps.

The horizontal die dimension reported for this design is roughly 80 microns. The average instance area after synthesis came out at 7.57 sq um. The switching part of the total power came out at roughly 28%.

The cell count of the worst hold path is 0. The detailed-route via count came out at ~320. The chip area is ~6400 sq um. Entering global routing, the biggest net connects 7 pins. The count of input and output buffers is about 40.

The initial antenna violation count is 0. Across all setup checks in the final design, the least slack found is a little under 100 ps. The stat command in Yosys gives a chip area of about 280 sq um.

The kind of capture point of the worst setup path is an output port. The synth_stat.txt file lists the number of cells as 37. The final count of negative-setup-slack endpoints is 0.

The half-perimeter wire length after placement came out at between 800 and 900 microns. The most area-hungry cell type in the Yosys netlist is sky130_fd_sc_hd__buf_4. Setup repair after global routing left no endpoint under its margin. The script computed a power per unit cell area of ~83 nW/um^2. The number of library cell types mapped by synthesis came out at 12. The share of synthesized area occupied by flip-flops and latches is 0%.

The first-pass detailed-route iteration total came out at 3. The data arrival time of the critical path came out at just under 2000 ps. The final standard cell count with taps included and fillers excluded came out at ~110. The site row count is 21. The count of clock-net buffers in the final layout came out at 0. The count of maximum capacitance violations came out at 0.

The flow reports that sequential cells draw 0% of the design power. The wire length per cell after detailed routing came out at approximately 12 microns. The final count of pins violating max slew came out at 0. The worst supply voltage drop on vdd is ~0.000020 V. The final routed DRC violation total came out at 0. Walking the worst path, the cells encountered are buf_6 > or4_4 > nor3b_2 > and4bb_2 > buf_6 > buf_8 > buf_6. The tightest min-delay check is of the primary input to output port type.

The vertical extent of the die is ~80 microns. The slowest cell on the critical path is sky130_fd_sc_hd__or4_4. The wire length recorded after detailed routing is ~1.3 mm. The critical path is of the primary input to output port type.

After synthesis, the cell types taking the most area are sky130_fd_sc_hd__buf_4 70%, sky130_fd_sc_hd__and4bb_2 4.5%, sky130_fd_sc_hd__or4_4 4.0%, sky130_fd_sc_hd__a2111oi_0 3.1%, sky130_fd_sc_hd__o32ai_1 3.1%. The leakage power figure came out at 0.000286 uW. The final critical-path share of the clock period is about 96%. Once the floorplan was initialized, standard cells occupied 8.21% of the core.

The area of the core came out at between 3000 and 4000 sq um. STA classifies the critical path startpoint as a primary input. OpenSTA lists the critical path endpoint as pixel_out[18]. The growth of design area from synthesis to finish came out at 113%. The sequential standard cell area is 0 sq um. The first global-routing pass estimated between 1.5 and 2 mm of wire. The proportion of power drawn by the clock network is 0%. In the final report, the number of hold violations comes to 0. The starting DRC count in detailed routing is 2. The part of the power in combinational logic is approximately 100%. The number of I/O pins is roughly 55. The remaining antenna violation count after routing came out at 0.

Max fanout on the critical path was recorded as 6. For the pin with the worst max-slew slack, the measured transition is around 250 ps. The filler cell count came out at 382. The global placer's final weighted congestion is around 0.84. The relative max-transition margin came out at between 80% and 90%. The net switching power of the design came out at 14.2 uW. The antenna diode count came out at 0.

Before any placement, the netlist area is recorded as about 280 sq um. The minimum clock period after layout is 2500 ps. Per STA, the library cell used most along the worst path is sky130_fd_sc_hd__buf_6. The OpenROAD warning count came out at about 42. The accumulated negative setup slack came out at 0 ps.

Global routing consumed, over all layers together, under 10% of the routing resources. The biggest cell delay along the critical path came out at between 500 and 600 ps. The run finished with clean final reports. The number of warnings issued by yosys is 0.

The upper clock frequency limit is around 400 MHz. The combinational gate area is 103 sq um. The proportion of layout cells with a drive suffix above 1 is about 75%. After detailed placement, the design holds a cell count of around 100.
==> stage by stage <==
stage	cell area [sq um]	utilization [%]
detailed placement	571	16.7
global route	598	17.5
CTS	686	20.1
floorplan	280	-
finish	598	17.5
global placement	571	16.7
==> power groups by stage <==
| stage | logic (uW) | clock network [uW] | registers, uW |
|---|---|---|---|
| finish | 49.8 | 0 | 0 |
| global route | 54.3 | 0 | 0 |
| CTS | 54.6 | 0 | 0 |
==> critical path, delay by kind of cell <==
family / cells / cell delay (ps)
buffers and inverters: 4 / 460
AND/OR/NAND/NOR: 3 / 1000
==> what timing repair did <==
item                       CTS  global route
setup buffers                5             0
gates cloned                 3             0
pin swaps                    7             2
setup endpoints to repair   24            18
gates resized              104            15
hold buffers                 0             0
==> cells in the mapped netlist, drive strengths merged <==
cell type / number
or3b: 1
a31oi: 1
and4bb: 1
a2111oi: 1
o32ai: 1
nor3b: 1
inv: 1
buf: 26
or4: 2
nand2b: 1
nor2: 1
==> area by class of cell <==
type,count,area share [%]
inverters,1,0.628
repair buffers,48,72.6
multi-input cells,10,17.2
well taps,46,9.62
==> cell families after synthesis <==
group | after synthesis | share of synthesized area, %
buffers and inverters | 27 | 71.0
AND/OR/NAND/NOR | 7 | 20.5
AND-OR/OR-AND | 3 | 8.48
==> worst min path at each step <==
stage | startpoint | end | slack (ps)
after CTS | h_sync_in | h_sync_out | 1040
after global routing | h_sync_in | h_sync_out | 1040
final | h_sync_in | h_sync_out | 1040
==> layout by cell type (no fill, tap or decap), types with 2 or more instances in the layout <==
master | netlist | layout
sky130_fd_sc_hd__clkbuf_2 | 0 | 13
sky130_fd_sc_hd__buf_2 | 0 | 8
sky130_fd_sc_hd__clkdlybuf4s50_1 | 0 | 5
sky130_fd_sc_hd__buf_6 | 0 | 11
sky130_fd_sc_hd__dlygate4sd2_1 | 0 | 3
sky130_fd_sc_hd__buf_16 | 0 | 2
sky130_fd_sc_hd__clkdlybuf4s15_1 | 0 | 2
==> layer usage <==
layer / global-route usage [%] / part of all wire [%] / up-vias
met5: 0 / 0 / -
met2: 5.62 / 38 / 33
met1: 5.01 / 44 / 138
met3: 2.16 / 17 / 2
met4: 0.528 / 0.92 / 0
li1: - / - / 151
Power figures rest on the tool's default switching activity, not on a simulated workload.
